==> flow/run.sh <==
#!/bin/bash
# OpenROAD 26Q1-2900-gdf79404cd8, Yosys 0.63+post, stock flow scripts
make -C /OpenROAD-flow-scripts/flow DESIGN_CONFIG=/design/flow/config.mk WORK_HOME=/design/flow/orfs finish
==> flow/config.mk <==
export PLATFORM = sky130hd
export DESIGN_NAME = sum
export DESIGN_NICKNAME = sum
export VERILOG_FILES = /design/flow/design.v
export SDC_FILE = /design/flow/constraint.sdc
export NUM_CORES = 4
export LEC_CHECK = 1
export CORE_AREA = 10 10 91 91
export DIE_AREA = 0 0 101 101
==> flow/constraint.sdc <==
current_design sum

set clk_period 1.9
set clk_io_pct 0.2

create_clock -name clk0 -period $clk_period [get_ports {clk}]

set non_clock_inputs [all_inputs -no_clocks]
set_input_delay [expr $clk_period * $clk_io_pct] -clock clk0 $non_clock_inputs
set_output_delay [expr $clk_period * $clk_io_pct] -clock clk0 [all_outputs]
==> flow/design.v <==
module button
(
	input clk,
	input key,
	output was_pressed
);
reg but_r;
reg but_rr;
always @(posedge clk)
begin
	but_r <= key;
	but_rr <= but_r;
end
	assign was_pressed = but_rr & ~but_r;
endmodule  
module sum  
(
	input clk,
	input reset_key,
	input write_key,
	input move_key,
	input [7:0] num1,
	input [7:0] num2,
	output [7:0] RED_LEDS1,
	output [7:0] RED_LEDS2,
	output [7:0] GREN_LEDS
);
wire reset_was_pressed, write, move;
reg [7:0] RLEDS_value;
reg [7:0] GLEDS_value;
button reset_button
(
	.clk		(clk),
	.key		(reset_key),
	.was_pressed(reset_was_pressed)
);
button write_buton
(
	.clk		(clk),
	.key		(write_key),
	.was_pressed(write)
);
button move_buton
(
	.clk		(clk),
	.key		(move_key),
	.was_pressed(move)
);
always @(posedge clk)
begin
	if (!reset_key)
	begin
		RLEDS_value <= 0;
		GLEDS_value <= 0;
	end
	else if (write)
		RLEDS_value <= num1;
	else if (move)
		GLEDS_value <= RLEDS_value;
end
assign RED_LEDS1[7:0] = RLEDS_value[7:0];
assign GREN_LEDS[7:0] = GLEDS_value[7:0];
endmodule  
==> flow_summary.json <==
{
  "clock_skew_ns": 0.00192,
  "grt.overflow.total": 0,
  "first_pass_iters": 2,
  "syn_avg_cell_area_sq_um": 9.35,
  "critPathMaxStageDelay_ns": 0.49,
  "initCoreUtil": 0.125,
  "drive_above_1_share": 0.0721,
  "fp-row-count": 29,
  "vias_per_cell": 3.09,
  "pwr-share-clk": 0.342,
  "clk_pin_slew_worst_paths_ns": 0.07,
  "synthCells": 85,
  "chipHeight_um": 101,
  "comb_power_share": 0.104,
  "drc": 0,
  "diodes": 0,
  "powerDensity_nw_per_um2": 696,
  "yosysWarnings": 10,
  "antenna_found_initial": 0,
  "setup_viol": 0,
  "crit_family": "buffers and inverters",
  "p_sw_uw": 172,
  "power.internal_uw": 628,
  "clock-sinks": 20,
  "yosysCellCount": 85,
  "ant_nets": 0,
  "ctsHoldBuffers": 0,
  "ys_ff": 20,
  "worstSetupPathType": "flop to output port",
  "grt_pass1_vias": 613,
  "grt_start_max_net_pins": 25,
  "reg2regPathDepth": 4,
  "cts_made_buffers": 3,
  "slew_violations": 0,
  "status": "finished clean",
  "post_drt_wl_per_cell_um": 10.8,
  "yosysSeqAreaShare": 0.504,
  "path_cells": "clkdlybuf4s50_1",
  "core_sq_um": 6350,
  "rsz0062_at_grt": "no",
  "worstHoldEndpoint": "move_buton.but_rr",
  "clock_path_buffers": 2,
  "nFillCells": 687,
  "end_kind": "output port",
  "hpwl_mm": 1.56,
  "htreeDepth": 1,
  "hold_path.class": "flop to flop",
  "die_w_um": 101,
  "slowest_stage": "clkdlybuf4s50_1",
  "vdd_drop_max_mv": 0.276,
  "ctsResizeCount": 0,
  "cp-startpoint": "RLEDS_value[7]",
  "post-route-min-period_ns": 1.48,
  "syn_area_sq_um": 795,
  "arrival_ns": 1.10,
  "syn_to_final_growth_pct": 44.6,
  "ys_types": 12,
  "hold_violations": 0,
  "grt_usage": 0.0389,
  "seq_power_share": 0.554,
  "setup-tns-final_ns": 0,
  "drv_cap": 0,
  "critPathBufInv": 1,
  "worstPathRequired_ns": 1.52,
  "swShare": 0.215,
  "yosys-stat-area_sq_um": 795,
  "vias": 580,
  "cts_tree": "built",
  "tool_warnings": 33,
  "p_leak_nw": 0.405,
  "portBuffers": 27,
  "ios": 44,
  "cts_root_buf": "clkbuf_8",
  "rrSetupSlack_ns": 0.60,
  "timing.rr.end": "GLEDS_value[5]",
  "gp_congestion": 0.691,
  "insertion_delay_ns": 0.25,
  "drtIter0Drc": 19,
  "max_freq_ghz": 0.676,
  "holdCritStartpoint": "move_buton.but_r",
  "hold_depth": 0,
  "utilization": 0.181,
  "finalClockPeriodUsage": 0.778,
  "dieArea_sq_um": 10200,
  "grt_pass1_wl_mm": 3.14,
  "totalWireLength_mm": 2.03,
  "r2r_start": "write_buton.but_r",
  "cts_setup_buffers": 0,
  "cp-start-kind": "flop",
  "worstPathMaxFanout": 3
}
==> cell type report <==
class | count | area [sq um] | share of cell area
sequential | 20 | 400 | 0.349
multi-input combinational | 59 | 325 | 0.283
timing repair buffer | 29 | 285 | 0.248
tap | 77 | 96.3 | 0.0839
clock buffer | 3 | 41.3 | 0.0359
==> layout by cell type, fill, tap and decap left out <==
cell type	n
a21boi_0	8
buf_4	2
clkbuf_8	3
clkdlybuf4s50_1	27
conb_1	8
dfxtp_1	20
mux2i_1	8
nand2_1	32
nor2b_4	1
nor3b_2	1
or2b_2	1
==> metrics by stage <==
stage          setup slack [ns]  cell area (sq um)  instances  total power [mW]  hold slack (ns)
6_report                  0.421               1150        188             0.799            0.369
5_1_grt                   0.350               1150        188             0.848            0.380
4_1_cts                   0.388               1150        188             0.821            0.374
3_5_place_dp              0.514               1110        185             0.539            0.366
3_3_place_gp              0.526               1110        185             0.539            0.362
2_1_floorplan             0.820                821         92             0.497            0.349
==> cell usage after synthesis <==
cell / n / share of area
a21boi_0: 8 / 0.076
buf_2: 1 / 0.0063
buf_4: 8 / 0.076
buf_6: 2 / 0.028
clkbuf_1: 2 / 0.0095
conb_1: 1 / 0.0047
dfxtp_1: 20 / 0.50
mux2i_1: 8 / 0.10
nand2_1: 32 / 0.15
nor2b_4: 1 / 0.017
nor3b_2: 1 / 0.016
or2b_2: 1 / 0.011
==> state kept, by name, summed over array words and instances, names as in the netlist <==
signal              count
move_buton.but_r        1
RLEDS_value             8
GLEDS_value             8
write_buton.but_r       1
move_buton.but_rr       1
write_buton.but_rr      1
==> kinds of logic (layout without fill, tap and decap cells) <==
logic type	Yosys count	after routing	share of synthesized area
AOI/OAI and AO/OA	8	8	0.0756
buffers and inverters	13	32	0.120
DFF	20	20	0.504
muxes	8	8	0.101
other	1	8	0.00472
and+or+nand+nor	35	35	0.195
==> power by group through the flow <==
stage         sequential [mW]  combinational [mW]  clock (mW)
finish                  0.443              0.0832       0.273
CTS                     0.443              0.0868       0.291
global route            0.445              0.0938       0.309
==> metal layers <==
| metal | global-route usage | up-vias | wire length (um) |
|---|---|---|---|
| met3 | 0.0236 | 0 | 251 |
| met1 | 0.0517 | 250 | 928 |
| met5 | 0 | - | 0 |
| met4 | 0.00107 | 0 | 0 |
| met2 | 0.0560 | 24 | 847 |
| li1 | - | 306 | - |
==> worst reg2reg max path, delay by kind of cell (launching register included) <==
family / cells / cell delay, ns
simple gates: 2 / 0.41
mux: 1 / 0.18
flops: 1 / 0.39
buf+inv: 1 / 0.25
==> how the worst max path moves through the flow <==
stage / endpoint / slack (ns) / cells past startpoint
CTS: RED_LEDS1[7] / 0.39 / 1
global route: RED_LEDS1[5] / 0.35 / 1
finish: RED_LEDS1[7] / 0.42 / 1
Power figures rest on the tool's default switching activity, not on a simulated workload.
